## flow/constraint.sdc

```tcl
current_design counter

set clk_period 1.2
set clk_io_pct 0.2

create_clock -name clk0 -period $clk_period [get_ports {clk}]

set non_clock_inputs [all_inputs -no_clocks]
set_input_delay [expr $clk_period * $clk_io_pct] -clock clk0 $non_clock_inputs
set_output_delay [expr $clk_period * $clk_io_pct] -clock clk0 [all_outputs]
```

## flow/config.mk

```make
export PLATFORM = sky130hd
export DESIGN_NAME = counter
export DESIGN_NICKNAME = counter
export VERILOG_FILES = /design/flow/design.v
export SDC_FILE = /design/flow/constraint.sdc
export NUM_CORES = 4
export LEC_CHECK = 1
export CORE_AREA = 10 10 70 70
export DIE_AREA = 0 0 80 80
export SYNTH_HDL_FRONTEND = slang
```

## flow/run.sh

```bash
#!/bin/bash
# OpenROAD 26Q1-2900-gdf79404cd8, Yosys 0.63+post, stock flow scripts
make -C /OpenROAD-flow-scripts/flow DESIGN_CONFIG=/design/flow/config.mk WORK_HOME=/design/flow/orfs finish
```

## flow/design.v

```verilog
module counter (input clk,input rstn,output reg [3:0] out);
    always @(posedge clk) begin
        if(!rstn) begin 
            out <= 0;
        end else begin
            if (out == 9) begin
                out <= 0;
            end else begin
                out <= out + 1;
            end
        end 
    end
endmodule
```

==> impl_summary.log <==
[flow] summary of implementation run
[metrics] critical setup path kind: flip-flop to flip-flop
[metrics] Post-DP HPWL: between 300 and 400 um
[metrics] Max Clock Skew: about 0.0049 ns
[metrics] Synth Cell Area: ~190 sq um
[metrics] instance count of the mapped netlist: 19
[metrics] Port-buffer cells: 5
[metrics] 1st-pass router iterations: 4
[metrics] worst min path class: flip-flop to flip-flop
[metrics] power per standard cell area: around 1000 nW/um^2
[metrics] average via count per standard cell: roughly 2.3
[metrics] worst setup path endpoint: out[3]$_SDFF_PP0_
[metrics] final number of max-transition violations: 0
[metrics] Crit. Startpoint: out[0]$_SDFF_PP0_
[metrics] Fin Setup TNS: 0 ns
[metrics] die outline width: roughly 80 um
[metrics] setup repair after global routing missed its margin: no
[metrics] Residual DRC: 0
[metrics] CTS Root Cell: sky130_fd_sc_hd__clkbuf_4
[metrics] data arrival time of the critical path: roughly 1.3 ns
[metrics] time the worst path needs with I/O delays and setup: 1.09 ns
[metrics] Avg Synthesized Cell Area: 9.75 sq um
[metrics] worst reg2reg setup slack: between 0.1 and 0.15 ns
[metrics] number of ports placed on the die boundary: 6
[metrics] area overhead of the layout relative to synthesis: 85.8%
[metrics] Initial DRC Count: 3
[metrics] routed wirelength normalized by instance count: about 6.6 um
[metrics] largest net degree at the start of global routing: 7
[metrics] registers with the most flip-flops: out x4
[metrics] reg-to-reg startpoint: out[0]$_SDFF_PP0_
[metrics] clock latency reported for the late side of the worst-skew pair: 0.23 ns
[metrics] number of nets still failing antenna checks after routing: 0
[metrics] CTS tree: done
[metrics] YS warnings: 0
[metrics] synth top area cells: sky130_fd_sc_hd__dfxtp_1 (43%), sky130_fd_sc_hd__ha_1 (14%), sky130_fd_sc_hd__nor3b_1 (8.1%)
[metrics] critical-path maximum fanout: 4
[metrics] flip-flop count of the largest register after layout: 4
[metrics] core box area: ~3400 sq um
[metrics] result of the run: complete, no violations
[metrics] ANT cells: 0
[metrics] Yosys cell types: 12
[metrics] Worst Hold Depth: 2
[metrics] Via Count: 171
[metrics] Tool Warnings: 26
[metrics] fraction of layout cells with a size suffix above 1: between 40% and 50%
[metrics] Reg2Reg Depth: 4
[metrics] GRT Residual Overflow: 0
[metrics] Routed WL: ~500 um
[metrics] leakage dissipation: roughly 0.00014 uW
[metrics] count of endpoints failing setup in the final report: 0
[metrics] total CTS buffers: 3
[metrics] Synthesized registers: 4
[metrics] Worst Max-Slew Pin Slew: 0.207 ns
[metrics] achievable frequency: around 920 MHz
[metrics] data required time at the worst endpoint: about 1.4 ns
[metrics] area of the die: 6400 sq um
[metrics] Final Cycle Share: between 90% and 100%
[metrics] Synth top area share: a little over two fifths
[metrics] register share after synthesis: between 40% and 50%
[metrics] Worst R2R End: out[3]$_SDFF_PP0_
[metrics] deepest clock path buffer count: 2
[metrics] H-tree Lvls: 1
[metrics] Core Density at Floorplan: around 5.4%
[metrics] number of endpoints with negative hold slack in the final report: 0
[metrics] gpl congestion: 0.681
[metrics] Global Route Usage Sum: about 1.7%
[metrics] post-synthesis cell count from yosys: 19
[metrics] Yosys top cell by area: sky130_fd_sc_hd__dfxtp_1
[metrics] via count of the first global-routing pass: 192
[metrics] post-layout instance area: between 300 and 400 sq um
[metrics] clock-pin slew on the worst setup and hold paths: 0.04 ns
[metrics] area after detailed placement: approximately 300 sq um
[metrics] max_cap viols: 0
[metrics] clock sinks: 4
[metrics] wire length of the first global-routing pass: around 860 um
[metrics] Vert. Die Dim: roughly 80 um
[metrics] startpoint type of the worst setup path: flip-flop
[metrics] highest ir drop seen on vdd: 771 uV
[metrics] Yosys Chip Area: 185 sq um
[metrics] relative slew slack: 86.1%
[metrics] category of the worst setup path capture point: flip-flop
[metrics] # rows: 21
[metrics] Most flops, register: out
[metrics] initial antenna violation count: 0
[worst max-delay path: stages, from the launching register on]
cell,delay [ns]
sky130_fd_sc_hd__dfxtp_4,0.33
sky130_fd_sc_hd__buf_4,0.14
sky130_fd_sc_hd__ha_1,0.20
sky130_fd_sc_hd__nor3b_1,0.22
sky130_fd_sc_hd__o31a_1,0.14
[power by group]
group	switching [uW]	internal, uW	leakage (uW)	total, uW
sequential	4.35	143	0.0000347	147
clock	50.2	111	0.0000138	162
combinational	20.8	29.5	0.0000880	50.3
[metrics by stage]
step                hold WS [ns]  worst slack (ns)  util (%)  power [uW]  instances
finish                     0.529             0.115      10.1         359         76
global route               0.562            0.0303      10.1         384         76
CTS                        0.529           0.00564      9.96         364         76
detailed placement         0.468            0.0624      8.79         194         71
global placement           0.459            0.0856      8.79         192         71
floorplan                  0.368             0.226         -         166         19
[synth_stat cells]
| cell type | number |
|---|---|
| sky130_fd_sc_hd__nand2_1 | 2 |
| sky130_fd_sc_hd__o31a_1 | 1 |
| sky130_fd_sc_hd__inv_1 | 1 |
| sky130_fd_sc_hd__nor2_1 | 2 |
| sky130_fd_sc_hd__nor3b_1 | 2 |
| sky130_fd_sc_hd__nand3b_1 | 1 |
| sky130_fd_sc_hd__and3_4 | 1 |
| sky130_fd_sc_hd__o21ai_0 | 1 |
| sky130_fd_sc_hd__dfxtp_1 | 4 |
| sky130_fd_sc_hd__nand2b_1 | 1 |
| sky130_fd_sc_hd__a21boi_0 | 1 |
| sky130_fd_sc_hd__ha_1 | 2 |
[layout make-up]
type                            count  area (sq um)
Inverter                            1          3.75
Sequential cell                     4          87.6
Multi-Input combinational cell     14           105
Clock buffer                        3          22.5
Timing Repair Buffer                8          67.6
Tap cell                           46          57.6
Fill cell                         404          3070
[routing by layer]
layer	global-route usage, %	routed length [um]	vias up
met4	0.176	0	0
met5	0	0	-
met2	2.33	168	8
met1	2.19	270	75
li1	-	-	88
met3	1.36	61	0
[how the worst min path moves through the flow]
stage | from | end
5_1_grt | out[0]$_SDFF_PP0_ | out[0]$_SDFF_PP0_
6_report | out[0]$_SDFF_PP0_ | out[0]$_SDFF_PP0_
4_1_cts | out[0]$_SDFF_PP0_ | out[0]$_SDFF_PP0_
[cell families after synthesis]
logic type | count (synthesis) | share of synthesized area [%]
AND-OR/OR-AND | 3 | 11.5
adder cells (fa/ha/maj) | 2 | 13.5
buffers and inverters | 1 | 2.03
flip-flops | 4 | 43.2
AND/OR/NAND/NOR | 9 | 29.7
[repair_timing]
action                     4_1_cts  5_1_grt
hold buffers                     0        0
resized                          9        2
buffers inserted                 2        0
setup endpoints to repair        4        2
[cells in the final DEF, fill, tap and decap left out]
cell	synthesis	routed
sky130_fd_sc_hd__nor2_1	2	2
sky130_fd_sc_hd__ha_1	2	2
sky130_fd_sc_hd__clkdlybuf4s50_1	0	1
sky130_fd_sc_hd__o21ai_2	0	1
sky130_fd_sc_hd__nand3b_1	1	1
sky130_fd_sc_hd__dlygate4sd2_1	0	4
sky130_fd_sc_hd__inv_1	1	1
sky130_fd_sc_hd__buf_4	0	3
sky130_fd_sc_hd__nand2b_1	1	1
sky130_fd_sc_hd__dfxtp_4	0	1
sky130_fd_sc_hd__nor3b_1	2	2
sky130_fd_sc_hd__nand2_1	2	2
sky130_fd_sc_hd__and3_4	1	1
sky130_fd_sc_hd__clkbuf_4	0	3
sky130_fd_sc_hd__dfxtp_2	0	3
sky130_fd_sc_hd__a21boi_0	1	1
sky130_fd_sc_hd__o31a_1	1	1
Power is estimated from default activity; no workload was simulated.
